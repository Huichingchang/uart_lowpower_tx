<file path="./design.v">
module clock_gating(
	input wire clk,
	input wire enable,
	output wire gated_clk
);
reg enable_latched;
always @(clk or enable) 
begin
	if (!clk)   
		enable_latched = enable;
end
assign gated_clk = clk & enable_latched;
endmodule
`timescale 1ns/1ps
module uart_lowpower_top(
	input wire clk,   
	input wire rst,   
	input wire tx_start,   
	input wire [7:0] data_in,   
	output wire tx,   
	output wire busy,   
	output wire [2:0] state   
);
	wire gated_clk;   
	wire clk_enable;  
	clock_gating u_clock_gating(
		.clk(clk),
		.enable(clk_enable),
		.gated_clk(gated_clk)
	);
	uart_tx u_uart_tx(
		.clk(clk),
		.gated_clk(gated_clk),   
		.rst(rst),
		.tx_start(tx_start),
		.data_in(data_in),
		.tx(tx),
		.busy(busy),
		.state(state),
		.clk_enable(clk_enable)   
	);
endmodule
`timescale 1ns/1ps
module uart_tx(
	input wire clk,    
	input wire gated_clk,   
	input wire rst,         
	input wire tx_start,    
	input wire [7:0] data_in,   
	output reg tx,              
	output reg busy,            
	output reg [2:0] state,     
	output reg clk_enable       
);
	localparam IDLE = 3'd0,
	           START = 3'd1,
	           DATA = 3'd2,
              STOP = 3'd3,
              DONE = 3'd4;
	reg [3:0] bit_cnt;   
	reg [7:0] shift_reg;   
	reg [3:0] baud_cnt;    
	always @(posedge clk or posedge rst) begin
		if (rst) begin
			state <= IDLE;
			busy <= 1'b0;
			bit_cnt <= 4'd0;
			baud_cnt <= 4'd0;
			shift_reg <= 8'd0;
			clk_enable <= 1'b1;   
	   end else begin
			case (state)
				IDLE: begin
					busy <= 1'b0;
					clk_enable <= 1'b0;   
					if (tx_start) begin
						shift_reg <= data_in;
						state <= START;
						busy <= 1'b1;
						baud_cnt <= 4'd0;
						clk_enable <= 1'b1;   
					end
			   end
				START: begin
					if (baud_cnt == 4'd15) begin
						baud_cnt <= 4'd0;
						bit_cnt <= 4'd0;
						state <= DATA;
					end else begin
						baud_cnt <= baud_cnt + 1;
					end
			   end
				DATA: begin
					if (baud_cnt == 4'd15) begin
						baud_cnt <= 4'd0;
						if (bit_cnt == 7) begin
							state <= STOP;
						end else begin
							bit_cnt <= bit_cnt + 1;
						end
					end else begin
						baud_cnt <= baud_cnt + 1;
					end
			   end
				STOP: begin
					if (baud_cnt == 4'd15) begin
						baud_cnt <= 4'd0;
						state <= DONE;
					end else begin
						baud_cnt <= baud_cnt + 1;
					end
				end
				DONE: begin
					busy <= 1'b0;
					state <= IDLE;
				end
				default: begin
					state <= IDLE;
				end
			endcase
		end
	end
	always @(posedge gated_clk or posedge rst) begin
		if (rst) begin
		   tx <= 1'b1;   
	   end else begin
		    case (state)
			      START: tx <= 1'b0;   
			      DATA: tx <= shift_reg[bit_cnt];   
			      STOP: tx <= 1'b1;
			      default: tx <= 1'b1;   
		    endcase
		end
	end
endmodule
</file>
<file path="./config.mk">
export PLATFORM = sky130hd
export DESIGN_NAME = uart_lowpower_top
export DESIGN_NICKNAME = uart_lowpower_top
export VERILOG_FILES = /design/flow/design.v
export SDC_FILE = /design/flow/constraint.sdc
export NUM_CORES = 4
export LEC_CHECK = 1
export CORE_AREA = 10 10 91 91
export DIE_AREA = 0 0 101 101
</file>
<file path="./run.sh">
#!/bin/bash
# OpenROAD 26Q1-2900-gdf79404cd8, Yosys 0.63+post, stock flow scripts
make -C /OpenROAD-flow-scripts/flow DESIGN_CONFIG=/design/flow/config.mk WORK_HOME=/design/flow/orfs finish
</file>
<file path="./constraint.sdc">
current_design uart_lowpower_top

set clk_period 4.4
set clk_io_pct 0.2

create_clock -name clk0 -period $clk_period [get_ports {clk}]

set non_clock_inputs [all_inputs -no_clocks]
set_input_delay [expr $clk_period * $clk_io_pct] -clock clk0 $non_clock_inputs
set_output_delay [expr $clk_period * $clk_io_pct] -clock clk0 [all_outputs]
</file>
==> summary.txt <==
Notes from the flow run.

Status:
- The flow ran to the end, and the final reports show no timing, DRC or antenna violations.

Floorplanning:
- The run gives the area inside the core boundary as 0.006350 mm².
- The run gives the number of core rows as 29.
- According to the floorplan report, the die height is 101 µm.
- The run gives the number of top-level pins as 16.
- The run puts the horizontal extent of the die at 101 µm.
- The run gives the die area as between 0.01 and 0.015 mm².
- The run gives the starting utilization of the core area as between 10% and 20%.

STA:
- The run gives the largest clock skew in the final design as 62.71 ps.
- Counting pins that exceed their max-slew limit in the final report gives 0.
- After routing, the total negative slack on setup checks comes to 0 ps.
- The run puts the number of endpoints failing setup at the final stage at 0.
- In the final report, the number of hold violations comes to 0.
- The max-slew check reports its worst relative slack as 67.69%.
- The run puts the pin slew with the least headroom to its limit at 481.0 ps.
- Setup repair after global routing left no endpoint under its margin.

Cells and area:
- The run gives the fraction of final layout cells sized beyond drive strength 1 as 19.83%.
- The run gives the most frequently placed logic cell in the final layout as sky130_fd_sc_hd__dfrtp_1.
- The run gives the layout overhead on the synthesized area as 32.22%.
- The most common logic cells in the final layout are sky130_fd_sc_hd__dfrtp_1 (20), sky130_fd_sc_hd__clkdlybuf4s50_1 (15), sky130_fd_sc_hd__nand2_1 (11).
- The run puts the post-route non-filler standard cell count at 193.
- The register with the most flip-flops in the layout has 8 of them.
- The run gives the tally of filler cells in the layout as 667.

Global route:
- The run puts the overall overflow remaining after global route at 0.
- The run gives the first-pass GRT wire length as between 3000 and 4000 µm.
- The run puts the via count of the first global-routing pass at 769.
- The run puts the number of antenna violations at the first check in global routing at 0.
- The run gives the overall track demand over capacity in global routing as 4.528%.
- The run puts the largest net degree at the start of global routing at 23.

Routing:
- The run puts the wire length on met3 at 121 µm.
- Signal nets in the final route climb as high as met4.
- The run puts the met2 wire length at 1038 µm.
- The run puts the wire length per cell at 11.67 µm.
- The run puts the detailed-routing iteration count for the pre-antenna-repair pass at 4.
- The routed design ends up with an antenna cell count of 0.
- In this run the remaining antenna-violating nets after routing total 0.
- The run puts the average vias per placed instance at between 3 and 4.
- After detailed routing, the number of remaining DRC violations is 0.
- The run puts the violation count after the first detailed-route iteration at 52.
- The run puts the total vias in the final route at 771.
- The run puts the wire length the detailed router placed on met1 at 1061 µm.
- Summed over all layers, the routed wires come to 2252 µm.

Run:
- The report counts max-capacitance violations totalling 0.
- The tool warning count for the run is 26.

Min path:
- The path class of the tightest hold or removal check is latch to clock gate.
- The run gives the hold path startpoint as u_clock_gating.enable_latched.

Pwr:
- The run puts the net switching component of the power at 0.0002399 W.
- The analysis attributes to cell leakage a power of 0.5850 nW.
- Cell internal power was estimated by the tool at ~0.00063 W.
- The run gives the net switching share of the total power as 27.65%.
- The run puts the clock share of power at 29.7%.
- The run puts the share of total power in combinational logic at 27.6%.
- The power report attributes to the sequential group a share of 42.7%.
- The run gives the maximum resistive drop on vdd as ~0.17 mV.
- The run gives the power density of the placed cells as a little over 600 mW/mm².

Critical path:
- The run gives the critical-path maximum fanout as 1.
- The startpoint identified for the worst register-to-register timing path is u_uart_tx.clk_enable.
- The critical path is of the latch to clock gate type.
- Tracing the worst setup path back leads to its startpoint at u_clock_gating.enable_latched.
- The run gives the arrival time of data at the critical path endpoint as roughly 3000 ps.
- STA classifies the critical path endpoint as a clock gate.
- The data required time reported for the critical path is 4600 ps.
- STA classifies the critical path startpoint as a latch.

Logic synthesis:
- The run gives the count of synthesis-stage warnings from yosys as 2.
- The run gives the library cell occupying the most area in the post-synthesis netlist as sky130_fd_sc_hd__dfrtp_1.
- The gate-level netlist out of Yosys references 36 unique cell types.
- The synthesis stat section lists a flop and latch total of 23.
- The run puts the chip area in the Yosys report at 0.001087 mm².
- The run gives the yosys stat cell total as 96.
- After synthesis, the mean cell area works out to between 10 and 15 µm².
- For reference, the top cells by area after synthesis are sky130_fd_sc_hd__dfrtp_1 (46%), sky130_fd_sc_hd__mux2_2 (8.3%), sky130_fd_sc_hd__dfstp_2 (4.8%).
- The run puts the cell area after synthesis at 0.001087 mm².
- The cell count after synthesis came out at 96.
- The run puts the share of the synthesized area in the top cell type at 46.03%.

CTS:
- The run puts the number of cells upsized or downsized after cts at 0.
- TritonCTS built the clock tree.
- As reported, the later end of the worst-skew pair has a clock insertion delay of 360 ps.
- The run puts the register clock-pin slew on the reported worst setup and hold paths at 60 ps.
- The run puts the post-CTS repair timing setup buffer count at 0.
- The run gives the hold buffer count at CTS as 0.

Place:
- The run gives the number of buffer cells added on primary ports as 15.
- Per the placement report, the placed cell count is 186.
- Note, the detailed placer reported a final HPWL of about 1600 µm.
- The congestion estimate from routability-driven global placement came to approximately 0.76.
-- Yosys cell counts, drive strengths merged --
master and count:
dfrtp 20, nand2 11, mux2 8, nor2 5, o21ai 5, inv 4
and3 3, buf 3, a31oi 2, and2 2, dfstp 2, ha 2
mux2i 2, mux4 2, nand2b 2, nand3 2, nor2b 2, nor3 2
xor2 2, a21oi 1, a22o 1, a32oi 1, clkbuf 1, dlxtn 1
nand3b 1, nand4 1, nor4b 1, o211a 1, o21ba 1, o22ai 1
o31ai 1, o41ai 1, or2 1, or3b 1
-- final timing paths --
check | endpoint | depth (start not counted) | slack [ps]
max | clock gate | 0 | 1620
min in group asynchronous | u_uart_tx.bit_cnt[2] | 3 | 850
max in group clk0 | u_clock_gating.enable_latched | 0 | 1690
max in group asynchronous | u_uart_tx.tx | 3 | 3200
min | clock gate | 0 | 420
max reg2reg | u_clock_gating.enable_latched | 0 | 1690
min in group clk0 | u_clock_gating.enable_latched | 0 | 470
min reg2reg | u_clock_gating.enable_latched | 0 | 470
-- logic make-up (layout without fill, tap and decap cells) --
kind of cell,Yosys count,in the layout,share of synthesized area (%)
flip-flops,22,22,50.86
AND-OR/OR-AND,15,15,9.436
XOR/XNOR,2,2,1.611
buffers and inverters,8,28,3.566
adder cells (fa/ha/maj),2,2,2.301
AND/OR/NAND/NOR,34,34,16.57
multiplexers,12,12,14.27
latches,1,1,1.380
-- metrics by stage --
stage / worst slack, ps / area, µm² / hold slack [ps] / power, W / util (%)
2_1_floorplan: 1702 / 1087 / 225.7 / 0.0005401 / -
3_3_place_gp: 1700 / 1325 / 229.0 / 0.0006139 / 20.87
3_5_place_dp: 1698 / 1325 / 231.1 / 0.0006181 / 20.87
4_1_cts: 1612 / 1438 / 423.0 / 0.0008800 / 22.64
5_1_grt: 1595 / 1438 / 437.7 / 0.0009398 / 22.64
6_report: 1616 / 1438 / 419.6 / 0.0008675 / 22.64
-- power by group through the flow --
stage	clock (W)	sequential, W	combinational [W]
CTS	0.000266	0.000372	0.000243
global route	0.000279	0.000390	0.000271
finish	0.000258	0.000371	0.000239
-- layout make-up --
class / instances / area (µm²) / area share [%]
sequential: 23 / 568.0 / 39.51
tap: 77 / 96.34 / 6.701
timing repair buffer: 17 / 165.2 / 11.49
clock inverter: 1 / 30.03 / 2.089
inverter: 4 / 15.01 / 1.044
clock buffer: 6 / 82.58 / 5.744
multi-input combinational: 65 / 480.5 / 33.42
-- layer usage --
layer	GRT usage (%)	vias to the layer above
met2	6.585	14
li1	-	381
met4	1.179	0
met5	0	-
met3	1.386	2
met1	6.415	374
No activity file was given, so power comes from the tool's default toggle rates.
